===== flow/run.sh =====
#!/bin/bash
# OpenROAD 26Q1-2900-gdf79404cd8, Yosys 0.63+post, stock flow scripts
make -C /OpenROAD-flow-scripts/flow DESIGN_CONFIG=/design/flow/config.mk WORK_HOME=/design/flow/orfs finish

===== flow/config.mk =====
export PLATFORM = sky130hd
export DESIGN_NAME = subtractor
export DESIGN_NICKNAME = subtractor
export VERILOG_FILES = /design/flow/design.v
export SDC_FILE = /design/flow/constraint.sdc
export NUM_CORES = 4
export LEC_CHECK = 1
export CORE_AREA = 10 10 70 70
export DIE_AREA = 0 0 80 80

===== flow/constraint.sdc =====
current_design subtractor

set clk_period 1.6
set clk_io_pct 0.2

create_clock -name clk0 -period $clk_period

set non_clock_inputs [all_inputs -no_clocks]
set_input_delay [expr $clk_period * $clk_io_pct] -clock clk0 $non_clock_inputs
set_output_delay [expr $clk_period * $clk_io_pct] -clock clk0 [all_outputs]

===== flow/design.v =====
module fouradder (S, Cout, A, B, Cin);
	input [3:0] A,B;
	input Cin;
	output [3:0] S;
	output Cout;
	wire [2:0] w;
	fulladder FA0 (S[0],w[0],A[0],B[0],Cin);
	fulladder FA1 (S[1],w[1],A[1],B[1],w[0]);
	fulladder FA2 (S[2],w[2],A[2],B[2],w[1]);
	fulladder FA3 (S[3],Cout,A[3],B[3],w[2]);
endmodule
module fulladder(S,C,X,Y,Z);
	input X, Y, Z;
	output S, C;
	wire w1, w2, w3, w4;
	xor U0 (w1,X,Y);
	and U1 (w2,X,Y);
	and U2 (w3,Y,Z);
	and U3 (w4,X,Z);
	xor U4 (S,w1,Z);
	or U5 (C,w2,w3,w4);
endmodule
module subtractor (D, Bout, A, B);
	input [3:0] A,B;
	output [3:0] D;
	output Bout;
	wire [3:0] Bn;
	not U0 (Bn[0], B[0]);
	not U1 (Bn[1], B[1]);
	not U2 (Bn[2], B[2]);
	not U3 (Bn[3], B[3]);
	fouradder S0(D, Bout, A, Bn, 1);
endmodule

==> results.json <==
{
  "sw_frac_of_total": 0.3760,
  "cap_viol_max_count": 0,
  "critPathTopFamily": "adder cells",
  "fin_ws_ns": -0.6387,
  "synth_chip_area_sq_um": 132.6,
  "stdcell_area_sq_um": 309.0,
  "worstSetupPathType": "input pin to primary output",
  "grt_pass1_vias": 134,
  "violations": "setup timing",
  "crit_required_ns": 1.28,
  "pre_cts_ws_ns": -1.469,
  "slew_viol_final": 0,
  "die.size.y_microns": 80,
  "syn_area_per_cell_sq_um": 8.289,
  "crit_path_start": "A[0]",
  "final_cell_count_no_fill": 71,
  "via_per_inst": 1.521,
  "endpoint_kind": "primary output",
  "hp-class": "input pin to primary output",
  "period_used_share": 1.399,
  "drtIter0Drc": 1,
  "areaGrowthSynthToFinish_pct": 133.0,
  "crit_path_max_incr_delay_ns": 0.40,
  "antenna_found_initial": 0,
  "p_int_mw": 0.05279,
  "tightest_slew_ns": 0.09063,
  "cp_num_buf_inv": 4,
  "crit_chain": "buf_8 -> inv_8 -> ha_4 -> fa_2 -> fa_2 -> inv_2 -> fa_1 -> buf_2",
  "max_freq_mhz": 446.7,
  "wl_per_cell_microns": 6.676,
  "rows": 21,
  "ff_latch_area_sq_um": 0,
  "lay_top_cells": "clkdlybuf4s50_1 (5), inv_2 (4), inv_1 (3), dlygate4sd2_1 (3)",
  "slew-limit-headroom": 0.9394,
  "yosysWarningCount": 1,
  "fin_total_pwr_mw": 0.08460,
  "hold_start": "B[0]",
  "start_kind": "input pin",
  "rsz0062_at_grt": "yes",
  "ys_seq_frac": 0,
  "core_area_sq_um": 3416,
  "powerDensity_nw_per_um2": 273.7,
  "drive_gt1_frac": 0.5200,
  "p_leak_nw": 0.1299,
  "dieArea_sq_um": 6400,
  "synth.distinct_cells": 4,
  "ctsHoldBuffers": 0,
  "hold_viol": 0,
  "totalWireLength_microns": 474,
  "num_antenna_cells": 0,
  "ys_cells": 16,
  "ant_nets": 0,
  "place_area_sq_um": 315.3,
  "gr-usage-all-layers": 0.01506,
  "portBuffers": 13,
  "crit_path_top_delay_cell": "fa_2",
  "io_pins": 13,
  "period_minus_slack_ns": 2.239,
  "setup_violations": 3,
  "arrival_ns": 1.92,
  "holdWs_ns": 1.142,
  "p_comb_frac": 1.000,
  "pwr-share-seq": 0,
  "fp_util": 0.03883,
  "drc": 0,
  "grt_pass1_wl_microns": 724,
  "dpl.hpwl_microns": 465,
  "p_clk_frac": 0,
  "seq_cells": 0,
  "syn-cell-area_sq_um": 132.6,
  "grt-ovfl-total": 0,
  "lay_top_count": "clkdlybuf4s50_1",
  "vias": 108,
  "worstPathMaxFanout": 1,
  "dp_cells": 71,
  "routabilityCongestion": 0.6676,
  "worst_ir_drop_vdd_mv": 0.08418,
  "fp.dieW_microns": 80,
  "grt_max_degree": 2,
  "crit_top_cell": "fa_2",
  "first_pass_iters": 2,
  "tool_warnings": 35,
  "outcome": "finished with violations",
  "clock_buffers": 0,
  "syn_inst": 16,
  "p_sw_mw": 0.03180
}
-- final cells by class --
cell class,count,area [sq um]
Fill cell,414,3107
Multi-Input combinational cell,4,90.09
Inverter,8,37.54
Timing Repair Buffer,13,123.9
Tap cell,46,57.56
-- cells in the mapped netlist --
| master | number | share of area |
|---|---|---|
| inv_1 | 8 | 0.23 |
| buf_4 | 4 | 0.23 |
| fa_1 | 3 | 0.45 |
| ha_1 | 1 | 0.094 |
-- cells by family after synthesis --
logic type	synth area share
buffers and inverters	0.4528
adder cells (fa/ha/maj)	0.5472
-- power groups by stage --
stage | clock network [mW] | registers [mW] | logic [mW]
after CTS | 0 | 0 | 0.0809
after global routing | 0 | 0 | 0.0954
final | 0 | 0 | 0.0846
-- worst paths after layout --
path,endpoint,cells after the start
setup / recovery,D[3],8
hold / removal,D[1],5
-- through the flow --
stage                     TNS, ns     util
after floorplan           -0.7691        -
after global placement     -5.012  0.09231
after detailed placement   -5.023  0.09231
after CTS                  -1.768  0.09011
after global routing       -1.583  0.09048
final                      -1.464  0.09048
-- layer usage --
layer,share of wire,GRT usage
met3,0.20,0.01023
met4,0,0
met2,0.20,0.01445
met1,0.60,0.02530
met5,0,0
-- timing repair --
| item | 4_1_cts | 5_1_grt |
|---|---|---|
| endpoints found under the setup margin | 5 | 4 |
| endpoints found under the hold margin | 0 | 0 |
| setup buffers | 0 | 0 |
| resized | 24 | 5 |
| pin swaps | 4 | 0 |
No activity file was given, so power comes from the tool's default toggle rates.
