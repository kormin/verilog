==> ./design.v <==
module fourbcd (S, A, B);
	input [3:0] A,B;
	output [7:0] S;
	wire [32:0] w;
	and A1(S[0],A[0], B[0]);
	and A2(w[0],A[1], B[0]);
	and A3(w[1],A[0], B[1]);
	halfadder H1(S[1],w[15],w[0],w[1]);
	and A4(w[2],A[0], B[2]);
	and A5(w[3],A[1], B[1]);
	and A6(w[4],A[2], B[0]);
	halfadder H2(w[17],w[16],w[2],w[3]);
	fulladder F1(S[2],w[18],w[4],w[17],w[15]);
	and A7(w[5],A[0], B[3]);
	and A8(w[6],A[1], B[2]);
	and A9(w[7],A[2], B[1]);
	and A10(w[8],A[3], B[0]);
	halfadder H3(w[20],w[19],w[6],w[5]);
	fulladder F2(w[22],w[21],w[7],w[20],w[16]);
	fulladder F3(S[3],w[23],w[8],w[22],w[18]);
	and A11(w[9],A[1], B[3]);
	and A12(w[10],A[2], B[2]);
	and A13(w[11],A[3], B[1]);
	fulladder F4(w[25],w[24],w[10],w[9],w[19]);
	fulladder F5(w[27],w[26],w[11],w[25],w[21]);
	halfadder H4(S[4],w[28],w[27],w[23]);
	and A14(w[12],A[2], B[3]);
	and A15(w[13],A[3], B[2]);
    fulladder F6(w[29],w[31],w[24],w[13],w[12]);
	fulladder F7(S[5],w[30],w[29],w[28],w[26]);
	and A16(w[14],A[3], B[3]);
	fulladder F8(S[6],S[7],w[14],w[31],w[30]);
endmodule
module fulladder(S,C,X,Y,Z);
	input X, Y, Z;
	output S, C;
	wire w1, w2, w3, w4;
	xor U0 (w1,X,Y);
	and U1 (w2,X,Y);
	and U2 (w3,Y,Z);
	and U3 (w4,X,Z);
	xor U4 (S,w1,Z);
	or U5 (C,w2,w3,w4);
endmodule
module halfadder (S, C, x, y);
	input x, y;
	output S, C;
	xor X1(S, x, y);
	and A1(C, x, y);
endmodule
==> ./run.sh <==
#!/bin/bash
# OpenROAD 26Q1-2900-gdf79404cd8, Yosys 0.63+post, stock flow scripts
make -C /OpenROAD-flow-scripts/flow DESIGN_CONFIG=/design/flow/config.mk WORK_HOME=/design/flow/orfs finish
==> ./config.mk <==
export PLATFORM = sky130hd
export DESIGN_NAME = fourbcd
export DESIGN_NICKNAME = fourbcd
export VERILOG_FILES = /design/flow/design.v
export SDC_FILE = /design/flow/constraint.sdc
export NUM_CORES = 4
export LEC_CHECK = 1
export CORE_AREA = 10 10 70 70
export DIE_AREA = 0 0 80 80
==> ./constraint.sdc <==
current_design fourbcd

set clk_period 5.9
set clk_io_pct 0.2

create_clock -name clk0 -period $clk_period

set non_clock_inputs [all_inputs -no_clocks]
set_input_delay [expr $clk_period * $clk_io_pct] -clock clk0 $non_clock_inputs
set_output_delay [expr $clk_period * $clk_io_pct] -clock clk0 [all_outputs]
==> results_dict.tcl <==
# implementation run metrics
set metrics [dict create \
    design.die.area_sq_um 6400 \
    worstPathMaxFanout 4 \
    gp_congestion 0.805 \
    ff_count 0 \
    warnings 32 \
    holdBufCountCts 0 \
    p_per_area_nw_per_um2 84.5 \
    wl_per_cell_um 8.29 \
    regArea_sq_um 0 \
    diodes 0 \
    min_path_type "in2out" \
    drt_iter0_drc 8 \
    fill_cells 396 \
    hold_viol 0 \
    die_y_um 80 \
    area_growth_pct 41.9 \
    track_usage_pct 2.89 \
    ys_sh_aoi_pct 0 \
    setup_ws_ns 0.249 \
    worst_hold_slack_ns 3.36 \
    io_pins 16 \
    tightest_slew_ns 0.135 \
    syn-cell-area_sq_um 394 \
    layout_top_cells "clkdlybuf4s50_1 (16), and2_1 (15), inv_1 (9)" \
    max-cap-violations 0 \
    wl_met1_um 395 \
    syn_area_per_cell_sq_um 8.96 \
    rsz0062_at_grt "false" \
    overflow 0 \
    drive_above_1_share_pct 0 \
    max_slew_margin_pct 90.9 \
    logic_area_sq_um 308 \
    cts_resized 0 \
    antenna_found_initial 0 \
    drc 0 \
    slew_viol_final 0 \
    final.setup.tns_ns 0 \
    fmax_mhz 177 \
    cp-start-kind "primary input" \
    synth_cell_types 6 \
    xor_share_pct 0 \
    crit_arrival_ns 4.47 \
    grt_max_degree 5 \
    top_logic_kind "adder cells" \
    status "finished clean" \
    synth_warnings 0 \
    met3WireLength_um 44 \
    nClkBuffers 0 \
    yosysSeqAreaShare_pct 0 \
    critPathKind "in2out" \
    ir_worst_vdd_mv 0.0196 \
    finalPower_uw 47.3 \
    vias_per_cell 2.84 \
    mux_share_pct 0 \
    wl_um 821 \
    fp_util_pct 11.5 \
    firstDrtPassIters 2 \
    ant_nets 0 \
    via_count 281 \
    end_kind "primary output" \
    required_ns 4.72 \
    wl_met2_um 381 \
    setup-violations-final 0 \
    power_leakage_uw 0.000251 \
    yosys.area_share.adder_pct 53.3 \
    die_w_um 80 \
    ys_sh_simple_pct 24.8 \
    period_used_pct 95.8 \
    netlist_instances 44 \
    top_layer "met3" \
    fin_crit_ns 5.65 \
    port_buffers 16 \
    post_cts_buffers 0 \
    pre_cts_slack_ns 0.195 \
    rows 21 \
    coreArea_sq_um 3420 \
    ys_area_sq_um 394 \
    grt_pass1_vias 341 \
    grt_pass1_wl_um 1520 \
    ys_cells 44 \
    hpwl_um 806 \
    min_path_cells 3 \
    layout_top_cell "clkdlybuf4s50_1" \
]
## worst max-delay path: stages
cell and delay (ns):
clkdlybuf4s50_1 0.44, and2_1 0.18, ha_1 0.31, fa_1 0.41, fa_1 0.49, ha_1 0.14
inv_1 0.05, fa_1 0.38, inv_1 0.07, fa_1 0.40, clkdlybuf4s50_1 0.41
## routing by layer
metal,vias up,GRT usage [%]
met5,-,0
met4,0,0
met3,0,0.455
met2,9,5.22
met1,133,3.71
li1,139,-
## where the power goes
part	switching (uW)	leakage (uW)	total (uW)	internal (uW)
combinational	15.5	0.000251	47.3	31.8
clock	0	0	0	0
sequential	0	0	0	0
total	15.5	0.000251	47.3	31.8
## cell usage after synthesis
master | instances | area, sq um
inv_1 | 9 | 33.8
buf_4 | 7 | 52.6
ha_1 | 4 | 50.1
fa_1 | 8 | 160
nand2_1 | 1 | 3.75
and2_1 | 15 | 93.8
## stage by stage
step	std cells	area (sq um)	utilization, %
after floorplan	44	394	-
after global routing	99	559	16.4
after global placement	99	559	16.4
after CTS	99	559	16.4
final	99	559	16.4
after detailed placement	99	559	16.4
## kinds of logic (layout without fill, tap and decap cells)
group,Yosys count,count (layout)
fa+ha+maj,12,12
simple gates,16,16
buf+inv,16,25
## area by class of cell
class,count,share of cell area [%]
inverters,9,6.04
well taps,46,10.3
repair buffers,16,28.6
multi-input cells,28,55.0
## path summary, 6_finish.rpt
kind                    to  slack [ns]  start
worst max-delay path  S[6]        0.25   A[1]
worst min-delay path  S[0]        3.36   A[0]
Power is estimated from default activity; no workload was simulated.
