[design/flow/config.mk]
export PLATFORM = sky130hd
export DESIGN_NAME = branch
export DESIGN_NICKNAME = branch
export VERILOG_FILES = /design/flow/design.v
export SDC_FILE = /design/flow/constraint.sdc
export NUM_CORES = 4
export LEC_CHECK = 1
export CORE_AREA = 10 10 73 73
export DIE_AREA = 0 0 83 83
[design/flow/constraint.sdc]
current_design branch

set clk_period 1.9
set clk_io_pct 0.2

create_clock -name clk0 -period $clk_period

set non_clock_inputs [all_inputs -no_clocks]
set_input_delay [expr $clk_period * $clk_io_pct] -clock clk0 $non_clock_inputs
set_output_delay [expr $clk_period * $clk_io_pct] -clock clk0 [all_outputs]
[design/flow/design.v]
module branch (data, NPC, PC);
	input [15:0] data;
	input [7:0] NPC;
	output [7:0] PC;
	parameter Yes  = 3'b1;
	parameter No   = 3'b0;
	parameter BNE  = 5'b10011;
	parameter BE   = 5'b10100;
	parameter BNER = 5'b10101;
	parameter BER  = 5'b10110;
	parameter J    = 5'b10111;
	parameter JR   = 5'b11000;
	reg [7:0] M;
	reg [4:0] opcode;
	reg [2:0] R1, R2;
	reg [7:0] PC;
	always @ (data) 
		opcode <= data[15:11];
	always @ (data or opcode) 
		case(opcode)
			BNE: begin R1 <= data[10:8]; M <= data[7:0]; end
			BE: begin R1 <= data[10:8]; M <= data[7:0]; end
			BNER: begin	R1 <= data[10:8]; R2 <= data[2:0]; end
			BER: begin	R1 <= data[10:8]; R2 <= data[2:0]; end
			J: begin M <= data[7:0]; end
			JR: begin R1 <= data[2:0]; end
		endcase
	always @ (opcode or R1 or R2 or M) 
		case(opcode)
			BNE: PC <= (R1 != No) ? M : NPC;
			BE: PC <= (R1 == No) ?  M : NPC;
			BNER: PC <= (R1 != No) ? R2 : NPC;
			BER: PC <= (R1 == No) ? R2 : NPC;
			J: PC <= M;
			JR: PC <= R1;
			default: PC <= No;
		endcase
endmodule
[design/flow/run.sh]
#!/bin/bash
# OpenROAD 26Q1-2900-gdf79404cd8, Yosys 0.63+post, stock flow scripts
make -C /OpenROAD-flow-scripts/flow DESIGN_CONFIG=/design/flow/config.mk WORK_HOME=/design/flow/orfs finish
==> summary.txt <==
Implementation progress

The run finished, with violations left. The checks that failed: negative setup slack. The number of cells in the yosys synthesis report stands at 84. The effective utilization at floorplan stands at 19.2%. Cells with a size suffix above 1 make up 39.3% of the layout. Looking at area per cell type in the netlist, the leader is dlxtn_1. The region available for standard cell placement spans ~3700 sq um. Setup repair after global routing could not meet its margin everywhere. The number of enable-type register cells in the synthesized netlist stands at 0. The power report puts the leakage power at 0.597 nW.

The initial antenna violation count stands at 0. The xor/xnor cell area share of the yosys netlist stands at under 10%. By area, the combinational part of the netlist is dominated by AND-OR/OR-AND gates. The maximum fanout along the worst path stands at 5.

The count of endpoints without a timing constraint stands at 14. The die is between 80 and 90 um wide. In this run the remaining antenna-violating nets after routing total 0. After synthesis, the chip area reported by Yosys is ~700 sq um. The script parses the final routing iteration and logs DRC violations as 0. The wire length of the first global-routing pass stands at 4490 um. Before antenna repair, the detailed router went through 4 iterations. The total routing resource utilization after global routing stands at about 7.3%. The number of DRC violations after detailed-routing iteration 0 stands at between 40 and 50. The area growth from synthesis to layout is 85.5%.

The number of placed instances, taps included stands at 171. The fraction of registers with async set/reset stands at 0%. The post-synthesis cell type count stands at 38. Summing all multiplexer cells gives an area fraction of between 10 and 15%.

In the synthesized netlist the dominant register cell turns out to be dlxtn_1. The final cell count without fillers stands at 188. In this run the maximum-capacitance check reported violations numbering 0. The count of unclocked register or latch pins stands at 14.

The data arrival time at the worst-slack endpoint stands at ~1700 ps. Entering global routing, the biggest net connects 14 pins. The cell-mix breakdown from Yosys lists the compound-gate area share as 31.4%.

The via count of the first global-routing pass stands at 894. Input and output buffers added on the ports amount to 32. The maximum clock rate stands at 0.486 GHz.

The report lists the cells along the critical path as buf_8 -> buf_6 -> buf_6 -> or3_1 -> a21oi_1 -> o21ai_1 -> a221o_1 -> buf_2. The post-synth register bit count is 14. Ranked by instance count, the synthesized netlist is headed by 14 x dlxtn_1, 6 x a22o_1, 5 x nand2_1, 5 x o21ai_0. The average wire per cell in the routed design stands at 13.6 um. The number of hold buffers added after CTS was 0. The final antenna diode tally reported by the flow is 0. The detailed-route vias per instance stands at 4.62.

Checking max transition, the worst relative margin is 64.9%. The final timing report lists a max-slew violation count of 0. The final layout contains routed wiring with a total length of 2550 um. Among the stages of the critical path, the cell type that occurs most often is buf_6. The buffer and inverter count on the worst path stands at 4. In the synthesized netlist, the number of instances is 84. STA classifies the critical path endpoint as an output pin. The final period utilization stands at 108%. The transition time recorded at the tightest slew-check pin is 525 ps. The routed layout has just under 900 vias.

The synthesized design devotes to its leading area cell type 29.3% of total area. The tool warning count for the run is 34. At the worst endpoint, the required time is 1520 ps. The vertical extent of the die stands at 83 um. The total overflow left after global routing is 0. In the post-route analysis, the smallest setup slack over all paths is -157 ps. Counting endpoints that fail hold in the final report gives 0. The mapped netlist covers around 720 sq um.

STA classifies the critical path startpoint as an input pin. The timing report attributes the biggest portion of critical-path delay to AND-OR/OR-AND gates. Power spread over the standard cell area amounts to roughly 160 nW/um^2. Summed over all nets, the half-perimeter wirelength after detailed placement is 1930 um. The path class of the tightest hold or removal check is in2out. The site row count stands at 22. The share of synthesized cell area in and, or, nand and nor gates stands at 21.1%. The worst VDD IR drop from the latest analysis is 0.0780 mV. The most critical hold endpoint after final layout shows a slack of ~1200 ps.

Per the STA report, the cell with the highest stage delay on the worst path is or3_1. In this design, the stage delay of the slowest critical-path cell is ~360 ps. For this design the top-level I/O count stands at 32. By area the synthesized netlist is led by dlxtn_1 29%, a22o_1 7.3%, a221o_1 5.6%. The worst-case setup slack after placement stands at -831 ps.

A synthesized cell averages approximately 8.5 sq um. The area share of fa/ha/maj cells after synthesis stands at 0%. The minimum clock period after layout stands at 2060 ps. In the final timing run, aggregate negative setup slack is -718 ps.

The count of synthesis-stage warnings from yosys stands at 1. Looking at the setup timing report, the critical path kind is in2out. The total die area stands at 6890 sq um. By instance count, the leading cell after synthesis is dlxtn_1.

The total of endpoints with negative setup slack in the final report stands at 7. The placer congestion estimate stands at 0.883.
==> cell families (layout without fill, tap and decap cells) <==
logic type,count (synthesis),in the layout
AOI/OAI and AO/OA,28,28
muxes,7,7
buffers and inverters,7,63
latches,14,14
and+or+nand+nor,25,25
xor gates and xnor gates,3,3
==> layer usage <==
layer  GRT usage, %  vias to the layer above  share of wire (%)
met5              0                        -                  0
li1               -                      439                  -
met4              0                        0                  0
met2           11.0                       38                 40
met1           11.5                      392                 55
met3          0.886                        0                5.0
==> what timing repair did <==
item	4_1_cts	5_1_grt
pin swaps	18	3
buffers inserted	17	0
setup endpoints to repair	8	8
gates resized	61	3
==> where the power goes <==
part | internal [W] | switching, W | total [W]
clock network | 0 | 0 | 0
logic | 0.000114 | 0.0000661 | 0.000180
registers | 0.0000266 | 0.0000114 | 0.0000380
==> metrics by stage <==
| step | util, % | total power (W) | cell area (sq um) |
|---|---|---|---|
| global placement | 31.2 | 0.000190 | 1170 |
| finish | 35.5 | 0.000218 | 1330 |
| global route | 35.5 | 0.000237 | 1330 |
| detailed placement | 31.2 | 0.000191 | 1170 |
| floorplan | - | 0.0000935 | 717 |
| CTS | 35.5 | 0.000216 | 1330 |
==> area by class of cell <==
class                   count  area (sq um)
repair buffers             62           543
multi-input cells          63           513
inverters                   1          3.75
fillers                   382          2410
flip-flops and latches     14           210
well taps                  48          60.1
==> layout by cell type, fill, tap and decap left out, drive strengths merged, types with 2 or more instances in the layout <==
master / instances
o21ai: 6
nand2b: 2
nor4: 2
mux2i: 4
clkdlybuf4s50: 19
dlygate4sd2: 3
mux2: 3
or3: 3
a21oi: 2
nor2: 3
buf: 39
o31ai: 2
xor2: 2
a22o: 6
dlxtn: 14
a221o: 4
o211ai: 3
nand2: 5
a32o: 2
==> flip-flops by register name, indices dropped and copies added, names as in the netlist <==
signal  count
M           8
R1          3
R2          3
==> worst paths after layout <==
path	startpoint	to	depth (start not counted)
setup / recovery	data[12]	PC[0]	8
hold / removal	data[11]	PC[2]	5
Power and IR drop assume default switching activity.
